[./config.mk]
export PLATFORM = sky130hd
export DESIGN_NAME = alu_7_segment
export DESIGN_NICKNAME = alu_7_segment
export VERILOG_FILES = /design/flow/design.v
export SDC_FILE = /design/flow/constraint.sdc
export NUM_CORES = 4
export LEC_CHECK = 1
export CORE_UTILIZATION = 30
[./constraint.sdc]
current_design alu_7_segment

set clk_period 7.1
set clk_io_pct 0.2

create_clock -name clk0 -period $clk_period [get_ports {CLK}]

set non_clock_inputs [all_inputs -no_clocks]
set_input_delay [expr $clk_period * $clk_io_pct] -clock clk0 $non_clock_inputs
set_output_delay [expr $clk_period * $clk_io_pct] -clock clk0 [all_outputs]
[./design.v]
module alu_7_segment (
    input wire CLK,                      
    input wire [15:0] SWT,               
    output reg [6:0] SEG,                
    output reg [3:0] AN                  
);
localparam OP_ADD  = 4'b0000;   
localparam OP_SUB  = 4'b0001;   
localparam OP_MULT = 4'b0010;   
localparam OP_DIV  = 4'b0011;   
localparam OP_AND  = 4'b0100;   
localparam OP_OR   = 4'b0101;   
localparam REFRESH_COUNT = 100000;
wire [3:0] a_in;
wire [3:0] b_in;
wire [3:0] ctrl_in;
reg [7:0] alu_result;
wire [3:0] digit_0;   
wire [3:0] digit_1;   
wire [3:0] digit_2;   
wire [3:0] digit_3;   
reg [16:0] refresh_counter;
reg [1:0] digit_select;
reg [3:0] current_digit;
assign a_in = SWT[7:4];       
assign b_in = SWT[3:0];       
assign ctrl_in = SWT[15:12];  
assign digit_0 = b_in;                
assign digit_1 = a_in;                
assign digit_2 = alu_result[3:0];     
assign digit_3 = alu_result[7:4];     
always @(*) begin
    alu_result = 8'h00;
    case (ctrl_in)
        OP_ADD: begin
            alu_result = a_in + b_in;
        end
        OP_SUB: begin
            if (a_in >= b_in)
                alu_result = a_in - b_in;
            else
                alu_result = 8'h00;
        end
        OP_MULT: begin
            alu_result = a_in * b_in;
        end
        OP_DIV: begin
            if (b_in == 4'h0)
                alu_result = 8'hFF;   
            else
                alu_result = a_in / b_in;
        end
        OP_AND: begin
            alu_result = {4'h0, a_in & b_in};
        end
        OP_OR: begin
            alu_result = {4'h0, a_in | b_in};
        end
        default: begin
            alu_result = 8'h00;
        end
    endcase
end
always @(posedge CLK) begin
    if (refresh_counter == REFRESH_COUNT - 1) begin
        refresh_counter <= 0;
        digit_select <= digit_select + 1;
    end else begin
        refresh_counter <= refresh_counter + 1;
    end
end
always @(*) begin
    case (digit_select)
        2'b00: begin
            AN = 4'b1110;   
            current_digit = digit_0;
        end
        2'b01: begin
            AN = 4'b1101;   
            current_digit = digit_1;
        end
        2'b10: begin
            AN = 4'b1011;   
            current_digit = digit_2;
        end
        2'b11: begin
            AN = 4'b0111;   
            current_digit = digit_3;
        end
        default: begin
            AN = 4'b1111;   
            current_digit = 4'h0;
        end
    endcase
end
always @(*) begin
    case (current_digit)
        4'h0: SEG = 7'b1000000;  
        4'h1: SEG = 7'b1111001;  
        4'h2: SEG = 7'b0100100;  
        4'h3: SEG = 7'b0110000;  
        4'h4: SEG = 7'b0011001;  
        4'h5: SEG = 7'b0010010;  
        4'h6: SEG = 7'b0000010;  
        4'h7: SEG = 7'b1111000;  
        4'h8: SEG = 7'b0000000;  
        4'h9: SEG = 7'b0010000;  
        4'hA: SEG = 7'b0001000;  
        4'hB: SEG = 7'b0000011;  
        4'hC: SEG = 7'b1000110;  
        4'hD: SEG = 7'b0100001;  
        4'hE: SEG = 7'b0000110;  
        4'hF: SEG = 7'b0001110;  
        default: SEG = 7'b1111111;  
    endcase
end
endmodule
[./run.sh]
#!/bin/bash
# OpenROAD 26Q1-2900-gdf79404cd8, Yosys 0.63+post, stock flow scripts
make -C /OpenROAD-flow-scripts/flow DESIGN_CONFIG=/design/flow/config.mk WORK_HOME=/design/flow/orfs finish
==> results.cfg <==
; physical design summary
[final_timing]
setup_viol = 7
layout_min_cycle_time_ns = 12.13
final-max-slew-violation-count = 0
setup_repair_after_global_routing_missed_its_margin = yes
timing.setup.tns_ns = -34.31
final_setup_slack_of_the_worst_path_ns = -5.027
hold_ws_ns = 0.4678
max_clock_freq_mhz = 82.46
timing.final.crit_share_pct = 170.8
max_slew_margin_pct = 64.64
hold_viol_final = 0
finClkSkew_ns = 0.004518
worst_slew_pin_slew_ns = 0.5259

[floorplan]
floorplan.core_area_um2 = 11610
design.portCount = 28
die.size.x_um = 111.9
core_util_floorplan_pct = 31.21
floorplan.die.height_um = 111.9
chipArea_um2 = 12530
number_of_core_rows = 39

[final_layout]
layout.cells.most_common_list = buf_4, ha_1, nor2_1, inv_1, nand2_1
final_common_cell = buf_4
area_delta_synth_final_pct = 52.47
flop_area_um2 = 400.4
design_area_um2 = 5527
nFillCells = 1041
mi_logic_area_um2 = 3363
final_core_utilization_pct = 47.59
drive_gt1_share_pct = 38.10
final_cells = 765

[outcome]
violations = negative setup slack
status = finished, violations left

[min_path]
timing.hold.worst_path_depth = 1
hp-start = refresh_counter[0]
hold_path.class = reg2reg
endpoint_with_the_worst_hold_slack = refresh_counter[0]

[route]
dr.first_iter.drc_count = 184
antenna_cells = 0
routed_via_density = 5.082
drt-total-wl_mm = 10.77
drc_violation_count_after_routing = 0
avg_wl_per_cell_um = 14.07
drt_first_pass_iters = 6
ant_nets = 0
vias = 3888

[critical_path]
cpMostUsedCell = buf_4
crit_family = AND-OR/OR-AND gates
crit-reg2reg-capture = digit_select[1]
crit_start = SWT[0]
critical_path_required_ns = 5.68
worstPathArrival_ns = 10.71
cell_type_of_the_slowest_stage_on_the_worst_timing_path = or4_4
critPathCaptureType = output port
timing.critical_path.fanout_max = 4
path_class = in2out
worstPathBufferInverterCount = 18
reg2reg_depth = 4
crit-reg2reg-launch = refresh_counter[0]
cp-start-kind = input pin
ff2ff_setup_slack_ns = 5.28
crit_path_max_incr_delay_ns = 0.41

[power]
power.leakage_nw = 2.560
finalPower_mw = 0.7650
peakVddDrop_v = 0.0001218
p_per_area_nw_per_um2 = 138.4

[cts]
clock_tree_from_tritoncts = done
clk_latency_ns = 0.25
clk_pin_slew_worst_paths_ns = 0.05
cts.root.buffer_cell = clkbuf_16
ctsHoldBuffers = 0
num_clock_sinks = 19
cts_made_buffers = 3
cts.path.max_buffers = 2
ctsHtreeMaxLevel = 1

[logic_synthesis]
netlist.top_cell.by_area = ha_1
ys.flops = 19
synth_cells = 451
synth_top_flop_cell = dfxtp_1
postSynthAreaPerCell_um2 = 8.037
post_synth_num_cell_types = 76
yosysCellCount = 451
synth_area_um2 = 3625
ys_chip_area_um2 = 3625
synth-edff-count = 2
ys_async_sr_fraction_pct = 0
post_synth_main_area_contributors = ha_1, dfxtp_1, xnor2_1
post_synthesis_sequential_area_ratio_pct = 11.05
yosysWarningCount = 1
synth.top_cell.area_share_pct = 22.78

[placement]
portBuffers = 23
detailedPlacementHpwl_mm = 7.986
routability_driven_placement_congestion_ratio = 0.9019
preCtsSetupSlack_ns = -5.878
cell_area_after_placement_um2 = 4982
dp.cells = 722

[grt]
first_global_vias = 3892
first_pass_grt_wire_length_mm = 18.20
grt_util_all_layers_pct = 17.70
grt.overflow.total = 0
antenna_found_initial = 0
grt_max_degree = 14

[job]
openroad.warnings = 54
drv_cap = 0
[report_power, final]
group | internal (mW) | switching, mW | total, mW
Combinational | 0.296 | 0.248 | 0.544
Sequential | 0.108 | 0 | 0.108
Clock | 0.0762 | 0.0364 | 0.113
[registers in the layout, indices dropped and copies added, names as in the netlist]
signal           cells
refresh_counter     17
digit_select         2
[worst max path at each step]
stage,cells after the start,slack (ns),to
final,57,-5.03,SEG[6]
after global routing,52,-5.52,SEG[6]
after CTS,53,-4.93,SEG[6]
[cells in the mapped netlist (5+ instances only)]
cell type and number:
fa_1 6, ha_1 66, a21oi_1 29, nand3_1 9, mux2i_1 11, xor2_1 10
nor2_1 39, o22ai_1 5, nand2_1 33, dfxtp_1 17, nor2b_1 7, o21ai_0 17
a21o_1 6, or3_1 9, o21a_1 9, inv_1 39, nand2b_1 6, xnor2_1 17
nand4_1 8, nor3_1 10
[kinds of logic after synthesis]
logic type,Yosys count,synth area share (%)
simple gates,149,21.92
mux,14,4.177
fa+ha+maj,72,26.10
xor+xnor,27,6.524
other cells,1,0.1035
flops,19,11.05
compound gates,122,25.20
buf+inv,47,4.936
[repair_timing]
action / 4_1_cts / 5_1_grt
gates resized: 52 / 23
setup endpoints to repair: 7 / 7
gates cloned: 0 / 0
setup buffers: 37 / 2
pin swaps: 25 / 23
[per-layer routing]
metal | vias to the layer above | track usage, % | wire length (µm)
met5 | - | 0 | 0
met2 | 60 | 29.94 | 5098
met4 | 0 | 2.703 | 94
met3 | 12 | 0.9418 | 351
met1 | 1821 | 25.56 | 5221
li1 | 1995 | - | -
[final cells by class]
class | count | area share, %
multi-input cells | 388 | 60.86
repair buffers | 171 | 24.38
flip-flops and latches | 19 | 7.245
well taps | 143 | 3.237
inverters | 40 | 2.853
clock buffers | 4 | 1.426
